==> design/flow/design.v <==
`timescale 1ns / 1ps
module CRC_Decoder(
    input CLK,
    input reset,
    input en_data,
    input [22:0] DATA_IN,
    output [15:0] DATA_OUT,
    output check_error
    );
	 wire EN_CHECK;
	 Counter_2 IC3 (.clk(CLK),.reset(reset),.en_data(en_data),.en_check(EN_CHECK));
	 decode IC4(.clk(CLK),.reset(reset),.en_data(en_data),.en_check(EN_CHECK),.data_in(DATA_IN),.data_out(DATA_OUT),.check_error(check_error));
endmodule
`timescale 1ns / 1ps
module Counter_2(
	 input clk,
	 input reset,
	 input en_data,
	 output reg en_check
	 );
	 reg [3:0] cnt;
	 initial begin
	 en_check<=1'b1;
	 end
	 always @ (posedge clk)
	 begin
	 if(reset)
	 begin
	 cnt<=4'b0;
	 en_check<=1'b0;
	 end
	 else
	 if(en_data ==1'b1)
		begin
		cnt<=4'b0;
		en_check<=1'b1;
		end
	 else
		if(cnt==4'b1111)
			en_check<=1'b0;
		else
			begin
			en_check<=1'b1;
			cnt<=cnt+1'b1;
			end
	end
endmodule
module decode(
	 input clk,
	 input reset,
	 input en_data,
	 input en_check,
	 input [22:0] data_in,
	 output reg [15:0] data_out,
	 output reg check_error
	 );
	 reg [7:0] CRC;
	 reg [7:0] CRCcal;
	 reg [14:0] data_in_CRC;
	 initial begin
	 CRC<=8'b10001001;
	 end
	 always @(posedge clk)
	 begin
	 if(reset) begin
		data_out <=16'b0;
		CRCcal<=8'b0;
		check_error<=1'b0;
		data_in_CRC<=15'b0;
	 end
	 else
		if(en_data ==1'b1)
			begin
			data_in_CRC<=data_in[14:0];
			CRCcal<=data_in[22:15];
			data_out <=16'b0;	
			check_error<=1'b0;			
			end
		else
			if(en_check==1'b0)
				if(CRCcal==8'b0)
					begin
					data_out<=data_in[22:7];
					check_error<=1'b0;
					end
				else
					begin
					data_out<=16'b0;
					check_error<=1'b1;
					end
			else
				if(CRCcal[7] ==1'b1)
					begin
					CRCcal<={CRCcal[6:0]^CRC[6:0],data_in_CRC[14]};
					data_in_CRC<=data_in_CRC<<1;
					end
				else
					begin
					CRCcal<={CRCcal[6:0],data_in_CRC[14]};
					data_in_CRC<=data_in_CRC<<1;
					end		
	 end
endmodule
==> design/flow/run.sh <==
#!/bin/bash
# OpenROAD 26Q1-2900-gdf79404cd8, Yosys 0.63+post, stock flow scripts
make -C /OpenROAD-flow-scripts/flow DESIGN_CONFIG=/design/flow/config.mk WORK_HOME=/design/flow/orfs finish
==> design/flow/config.mk <==
export PLATFORM = sky130hd
export DESIGN_NAME = CRC_Decoder
export DESIGN_NICKNAME = CRC_Decoder
export VERILOG_FILES = /design/flow/design.v
export SDC_FILE = /design/flow/constraint.sdc
export NUM_CORES = 4
export LEC_CHECK = 1
export CORE_UTILIZATION = 30
==> design/flow/constraint.sdc <==
current_design CRC_Decoder

set clk_period 2.7
set clk_io_pct 0.2

create_clock -name clk0 -period $clk_period [get_ports {CLK}]

set non_clock_inputs [all_inputs -no_clocks]
set_input_delay [expr $clk_period * $clk_io_pct] -clock clk0 $non_clock_inputs
set_output_delay [expr $clk_period * $clk_io_pct] -clock clk0 [all_outputs]
==> reports/qor.txt <==
flip-flops with a built-in enable -> 0
wire length per cell after detailed routing -> 13.01 um
synthesized cell area -> 2022 um^2
Power per Cell Area -> 515.8 nW/um^2
shortest period the worst path allows -> 1.692 ns
final-report hold violation count -> 0
total negative setup slack -> 0 ns
Detailed Place HPWL -> 2774 um
Horiz. Die Dim -> 84.10 um
Max-cap violations -> 0
number of antenna violations at the first check in global routing -> 0
Synth Register Bits -> 45
buffers inserted by post-CTS timing repair -> 0
delay of the slowest cell on the worst path -> 0.48 ns
Starting Density -> 31.48%
crit-path max FO -> 2
CTS HTree Levels -> 2
top logic cell by instance count in the layout -> sky130_fd_sc_hd__dfxtp_1
series of cell instances along the critical path -> clkdlybuf4s50_1
commonest cells after routing, fill and taps aside -> sky130_fd_sc_hd__dfxtp_1 (45), sky130_fd_sc_hd__clkdlybuf4s50_1 (42), sky130_fd_sc_hd__nand3_1 (29)
slowest library cell on the worst path -> sky130_fd_sc_hd__clkdlybuf4s50_1
top cells by area in the synthesized netlist -> sky130_fd_sc_hd__dfxtp_1 (45%), sky130_fd_sc_hd__mux2_2 (11%), sky130_fd_sc_hd__mux2i_1 (10%)
Slew Viols, Final -> 0
ANT nets after route -> 0
cell area after layout -> 2577 um^2
number of distinct standard cells referenced by the synthesized netlist -> 27
most common flop cell mapped by yosys -> sky130_fd_sc_hd__dfxtp_1
unrepaired setup endpoints after global routing -> no
leakage power total -> 0.9866 nW
# placed instances -> 312
portion of synthesized cell area occupied by the leading cell type -> 44.55%
final weighted congestion of routability-driven global placement -> 0.7259
worst hold slack after final layout -> 0.4648 ns
Req. time, crit path -> 2.16 ns
CTS Buf Count -> 5
DRC marker count from the first detailed-route iteration -> 61
P_sw -> 0.3485 mW
area inside the core boundary -> 6422 um^2
pin count of the biggest net entering global routing -> 39
cell count listed in synth_stat.txt -> 204
overall fraction of global-route tracks in use -> 13.04%
Layout Cells excl Fill -> 320
fmax -> 0.5908 GHz
Synth-to-Final Area Change -> 27.48%
overall overflow remaining after global route -> 0
proportion of register bits with asynchronous set or reset after synthesis -> 0%
r2r worst-path depth -> 4
register share after synthesis -> 44.55%
number of iterations in the first detailed-routing pass -> 23
placed inst area -> 2490 um^2
number of I/O port buffers -> 42
fraction of the core area covered by cells at the end of the flow -> 40.13%
post-route clock skew -> 0.01053 ns
worst relative slew slack -> 68.38%
post-route fraction of the period consumed by the critical path -> 62.68%
Hold Crit Class -> reg -> reg
via count normalized by instance count -> 4.675
count of standard-cell rows -> 29
category of the most critical setup path -> reg -> out
CTS max path bufs -> 2
first-pass GRT wire length -> 7341 um
share of total power in the clock network -> 31.6%
worst vdd ir -> 0.0003507 V
Post-Synthesis Mean Instance Area -> 9.911 um^2
endpoint arrival time on the critical path -> 1.15 ns
Post-CTS Resized -> 0
Combinational Power Share -> 14.6%
clock sink count -> 45
number of stages on the worst setup path -> 1
cell depth of the worst min-delay path -> 2
outcome -> complete, no violations
root buf cell -> sky130_fd_sc_hd__clkbuf_8
number of endpoints failing setup at the final stage -> 0
clk latency late pin -> 0.30 ns
CP Launch Type -> register
Warnings, synthesis -> 2
Worst-Margin Slew -> 0.4737 ns
yosys stat area -> 2022 um^2
TritonCTS clock tree -> built
CTS Hold Bufs -> 0
Yosys top cell by area -> sky130_fd_sc_hd__dfxtp_1
OpenROAD warning count -> 25
antenna diode count -> 0
vias in the first global route -> 1479
type of destination of the critical path -> output pin
cell count after synthesis -> 204
# IOs -> 43
DRC viols -> 0
Detailed Route WL -> 4164 um
part of the power in registers -> 53.8%
vertical die size -> 84.10 um
clock-pin transition on the worst setup and hold timing paths -> 0.09 ns
buffering stage count on the worst path with inverters included -> 1
via total after detailed routing -> 1496
net switching share of the total power -> 26.21%
total die size -> 7072 um^2
Top delay family on crit path -> buffers and inverters
layout cell share with drive strength beyond 1 -> 19.34%
Int Power -> 0.9810 mW
-- logic make-up (layout without fill, tap and decap cells) --
kind of cell	after synthesis	after routing	share of synthesized area, %
adder cells (fa/ha/maj)	1	1	0.6187
XOR/XNOR	3	3	1.300
buffers and inverters	18	57	5.259
AND/OR/NAND/NOR	70	70	17.82
multiplexers	41	41	21.53
flip-flops	45	45	44.55
AND-OR/OR-AND	26	26	8.911
-- layer usage --
metal	share of wire (%)	global-route usage, %
met1	53	21.23
met2	41	18.48
met3	4.6	2.410
met4	1.7	2.351
met5	0	0
-- path summary, 6_finish.rpt --
path | start | end | slack [ns]
setup reg to reg | IC3.en_check | IC4.CRCcal[7] | 1.18
setup / recovery | IC4.data_out[1] | DATA_OUT[1] | 1.01
hold / removal | IC4.data_out[10] | IC4.data_out[10] | 0.46
hold reg to reg | IC4.data_out[10] | IC4.data_out[10] | 0.46
-- per-stage QoR --
stage	total power, mW	worst slack, ns
floorplan	0.8547	1.354
global placement	0.9267	0.8668
detailed placement	0.9279	0.8558
CTS	1.348	0.9895
global route	1.398	0.9679
finish	1.329	1.008
-- power groups by stage --
stage	clock, mW	combinational, mW	sequential (mW)
4_1_cts	0.435	0.198	0.715
5_1_grt	0.462	0.216	0.720
6_report	0.420	0.194	0.715
-- state kept, by name, indices dropped and copies added (netlist names) --
name and count:
IC4.check_error 1, IC4.data_out 16, IC4.CRCcal 8, IC3.en_check 1, IC4.data_in_CRC 15, IC3.cnt 4
-- synthesized netlist by cell type (2+ instances only) --
| cell | count |
|---|---|
| sky130_fd_sc_hd__a211o_1 | 2 |
| sky130_fd_sc_hd__a21oi_1 | 4 |
| sky130_fd_sc_hd__a31oi_1 | 2 |
| sky130_fd_sc_hd__buf_2 | 7 |
| sky130_fd_sc_hd__buf_4 | 2 |
| sky130_fd_sc_hd__buf_6 | 3 |
| sky130_fd_sc_hd__clkbuf_1 | 4 |
| sky130_fd_sc_hd__dfxtp_1 | 45 |
| sky130_fd_sc_hd__inv_1 | 2 |
| sky130_fd_sc_hd__mux2_2 | 20 |
| sky130_fd_sc_hd__mux2i_1 | 21 |
| sky130_fd_sc_hd__nand2_1 | 3 |
| sky130_fd_sc_hd__nand3_1 | 29 |
| sky130_fd_sc_hd__nand3b_1 | 3 |
| sky130_fd_sc_hd__nor2_1 | 27 |
| sky130_fd_sc_hd__nor4_4 | 2 |
| sky130_fd_sc_hd__o21ai_0 | 7 |
| sky130_fd_sc_hd__o21ai_2 | 10 |
| sky130_fd_sc_hd__xnor2_1 | 3 |
-- area by class of cell --
type | count | area [um^2]
Inverter | 2 | 7.507
Clock buffer | 6 | 72.57
Timing Repair Buffer | 47 | 470.5
Tap cell | 77 | 96.34
Fill cell | 616 | 3845
Clock inverter | 2 | 15.01
Sequential cell | 45 | 900.9
Multi-Input combinational cell | 141 | 1015
Power is estimated from default activity; no workload was simulated.
