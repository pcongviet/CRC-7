--- /design/flow/design.v ---
`timescale 1ns / 1ps
module CRC_Encoder(
    input CLK,
    input reset,
    input en_data,
    input [15:0] DATA_IN,
    output [22:0] DATA_OUT,
    output [6:0] CRC_OUT,
    output CRC_Ready
    );
	 wire EN_CRC;
	 counter IC1(.clk(CLK),.reset(reset),.en_data(en_data),.en_crc(EN_CRC));
	 encode IC2(.clk(CLK),.reset(reset),.data_in(DATA_IN),.en_data(en_data),.en_crc(EN_CRC),.data_out(DATA_OUT),.crc_out(CRC_OUT),.crc_ready(CRC_Ready));
endmodule
`timescale 1ns / 1ps
module counter(
	 input clk,
	 input reset,
	 input en_data,
	 output reg en_crc
	 );
	 reg [3:0] cnt;
	 always @ (posedge clk)
	 begin
	 if(reset)
	 begin
	 cnt<=4'b0;
	 en_crc<=1'b0;
	 end
	 else
	 if(en_data ==1'b1)
		begin
		cnt<=4'b0;
		en_crc<=1'b1;
		end
	 else
		if(cnt==4'b1111)
			en_crc<=1'b0;
		else
			begin
			en_crc<=1'b1;
			cnt<=cnt+1'b1;
			end
	end
endmodule
`timescale 1ns / 1ps
module encode(
	 input clk,
	 input reset,
	 input [15:0] data_in,
	 input en_data,
	 input en_crc,
	 output reg [22:0] data_out,
	 output reg [6:0] crc_out,
	 output reg crc_ready
	 );
	 reg [7:0] CRC;
	 reg [7:0] CRCcal;
	 reg [14:0] data_in_CRC;
	 initial begin
	 CRC<=8'b10001001;
	 end
	 always @(posedge clk)
	 begin
	 if(reset) begin
		data_out <=23'b0;
		crc_out<=7'b0;
		CRCcal<=8'b0;
		crc_ready<=1'b0;
		data_in_CRC<=23'b0;
	 end
	 else
		if(en_data ==1'b1)
			begin
			data_in_CRC<={data_in[7:0],7'b0};
			CRCcal<=data_in[15:8];
			crc_out<=7'b0;
			crc_ready<=1'b0;	
			data_out <=23'b0; 
			end
		else
			if(en_crc==1'b0)
				begin
				crc_out<=CRCcal[7:1];
				data_out<={data_in,CRCcal[7:1]};
				crc_ready<=1'b1;
				end
			else
				if(CRCcal[7] ==1'b1)
					begin
					CRCcal<={CRCcal[6:0]^CRC[6:0],data_in_CRC[14]};
					data_in_CRC<=data_in_CRC<<1;
					end
				else
					begin
					CRCcal<={CRCcal[6:0],data_in_CRC[14]};
					data_in_CRC<=data_in_CRC<<1;
					end		
	 end
endmodule
--- /design/flow/run.sh ---
#!/bin/bash
# OpenROAD 26Q1-2900-gdf79404cd8, Yosys 0.63+post, stock flow scripts
make -C /OpenROAD-flow-scripts/flow DESIGN_CONFIG=/design/flow/config.mk WORK_HOME=/design/flow/orfs finish
--- /design/flow/config.mk ---
export PLATFORM = sky130hd
export DESIGN_NAME = CRC_Encoder
export DESIGN_NICKNAME = CRC_Encoder
export VERILOG_FILES = /design/flow/design.v
export SDC_FILE = /design/flow/constraint.sdc
export NUM_CORES = 4
export LEC_CHECK = 1
export CORE_UTILIZATION = 40
--- /design/flow/constraint.sdc ---
current_design CRC_Encoder

set clk_period 3.9
set clk_io_pct 0.2

create_clock -name clk0 -period $clk_period [get_ports {CLK}]

set non_clock_inputs [all_inputs -no_clocks]
set_input_delay [expr $clk_period * $clk_io_pct] -clock clk0 $non_clock_inputs
set_output_delay [expr $clk_period * $clk_io_pct] -clock clk0 [all_outputs]
==> CHANGELOG.md <==
### Changed

- Initial DRT Pass Iterations: 26
- Pwr dens: 376.2 nW/um^2
- Min Tclk post-route: 2.200 ns
- # Cells Yosys: 181
- Core Region: ~4400 sq um
- Hold WC Path Type: flip-flop to flip-flop
- Log Warnings: 25
- Ports: 50
- Die W: 70.57 um
- Vias in the first global route: 1355
- Clock H-tree levels: 2
- Hold_buf cts: 0
- Distinct cells, synth: 29
- Hold Crit Start: IC2.crc_ready
- Worst-Skew Late Latency: 0.29 ns
- # diodes: 0
- Worst-path cell chain: clkdlybuf4s50_1, or2_1, buf_4, nor3_1
- Via density: 5.044
- Reg2reg start: IC1.en_crc
- Fmax: 454.5 MHz
- Dominant logic cell type in the layout: clkdlybuf4s50_1
- Layout cell share with drive strength beyond 1: 6.364%
- Sequential area share after synthesis: 47.90%
- DP Wirelength: approximately 2400 um
- Root Driver: clkbuf_8
- Fin area: about 2400 sq um
- Delay-heaviest family, CP: buffers and inverters
- Setup Viol. Count Final: 0
- Post-cts resize count: 0
- Max-slew violation count: 0
- CP Max Fanout: 27
- Port Buf Inserts: 49
- Detailed-route via count: 1372
- Rel. slew slack: between 40% and 50%
- Hold_ws: 0.4606 ns
- Antenna-violating nets left: 0
- Initial antenna violation count: 0
- Status: finished clean
- Slew @ Worst Pin: 0.7811 ns
- Synth Instances: between 150 and 200
- Post-CTS setup buffers: 0
- Dpl ws: 1.398 ns
- Cell Area, Placed: 2317 sq um
- Crit Path Class: input pin to flip-flop
- First-pass GRT wire length: around 6200 um
- Leakage: 0.9626 nW
- Drc violations: 0
- Fill count: 390
- Worst clock skew: 0.002865 ns
- Final setup TNS: 0 ns
- YS warnings: 2
- CP max-delay cell: clkdlybuf4s50_1
- Crit end category: flip-flop
- Routed Wire Length: 3568 um
- CTS Sinks: 45
- Unrepaired setup endpoints after global routing: no
- Final Wtd Congestion: 0.8071
- Crit path DRT: 4.11 ns
- CTS clk-pin slew, worst paths: 0.08 ns
- Area delta synth->final: 28.61%
- Num CTS Buffers: 5
- Synthesized area per cell: 10.39 sq um
- Max incr delay on CP: roughly 0.80 ns
- Final period util: 56.41%
- Top Layout Cells: clkdlybuf4s50_1, dfxtp_1, mux2i_1
- Init Core Util: 42.31%
- CP Buf/Inv Count: 2
- Critical path arrival: approximately 2.4 ns
- CTS tree: done
- CTS max path bufs: 2
- Row count: 24
- Synthesized area: 1881 sq um
- Max VDD drop: 243.9 uV
- Post-synth regs: 45
- Global route overflow: 0
- Die area: 4979 sq um
- Die Span Y: 70.57 um
- Gr usage total: 15.82%
- Final hold vios: 0
- Drt initial violations: 64
- Crit path from: reset
- Max-cap violations: 0
- Crit start category: input pin
- Post-layout power: 0.9100 mW
- Largest net degree at the start of global routing: 28
- Setup slack after layout: 1.700 ns
- WL per Instance: approximately 13 um
- Yosys stat area: 1881 sq um
[Yosys cell counts, drive strengths merged]
master	instances	share of area, %
a211oi	14	5.6
nand2	3	0.60
or4b	2	1.1
nor3	1	0.27
and4b	1	0.53
nand4	1	0.33
nor3b	2	0.80
a31o	1	0.47
mux2	1	0.60
or3b	2	0.93
nor2b	13	4.3
a31oi	1	0.33
clkbuf	1	0.20
or2	1	0.33
inv	2	0.40
a21oi	4	1.1
mux2i	36	19
o221ai	2	0.93
xnor2	2	0.93
buf	19	7.0
nor2	24	4.8
and3	1	0.33
ha	1	0.67
and3b	1	0.47
dfxtp	45	48
[layout make-up]
class                   count  area [sq um]  area share, %
well taps                  52         65.06          2.690
multi-input cells         114         837.1          34.61
clock inverters             1         5.005         0.2069
flip-flops and latches     45         902.1          37.30
inverters                   2         7.507         0.3104
clock buffers               7         96.34          3.983
repair buffers             51         505.5          20.90
[cell families (layout without fill, tap and decap cells)]
group / Yosys count / count (layout) / synth area share (%)
AOI/OAI and AO/OA: 22 / 22 / 8.384
muxes: 37 / 37 / 19.76
adders and majority gates: 1 / 1 / 0.6652
DFF: 45 / 45 / 47.90
xor gates and xnor gates: 2 / 2 / 0.9316
buffers and inverters: 22 / 61 / 7.584
and+or+nand+nor: 52 / 52 / 14.77
[flip-flops by register name (all words and copies together) (netlist names)]
name and flops:
IC2.CRCcal 8, IC1.en_crc 1, IC1.cnt 4, IC2.data_in_CRC 8, IC2.data_out 23, IC2.crc_ready 1
[metal layers]
metal  up-vias  part of all wire [%]  track usage [%]
met4         0                   1.0            2.000
met2        36                    44            23.95
met5         -                     0                0
met3         4                   4.3            2.890
met1       633                    50            25.42
li1        699                     -                -
[power breakdown]
part | total (mW) | internal [mW] | switching, mW | leakage [nW]
Sequential | 0.498 | 0.481 | 0.0173 | 0.369
Clock | 0.309 | 0.160 | 0.149 | 0.0542
Combinational | 0.103 | 0.0627 | 0.0401 | 0.539
[worst reg2reg max path: stages, from the launching register on]
cell and delay, ns:
dfxtp_2 0.66, buf_4 0.45, or3b_1 0.42, o221ai_1 0.15
[final timing paths]
check,end,slack [ns],depth (start not counted)
max,IC1.cnt[2],1.70,4
min,IC2.crc_ready,0.46,2
max reg2reg,IC2.CRCcal[4],2.14,3
min reg2reg,IC2.crc_ready,0.46,2
[per-stage QoR]
stage          util, %  instances
2_1_floorplan        -        181
3_3_place_gp     52.14        264
3_5_place_dp     52.14        264
4_1_cts          54.42        272
5_1_grt          54.42        272
6_report         54.42        272
Power figures rest on the tool's default switching activity, not on a simulated workload.
